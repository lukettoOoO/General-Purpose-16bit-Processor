[design/flow/run.sh]
#!/bin/bash
# OpenROAD 26Q1-2900-gdf79404cd8, Yosys 0.63+post, stock flow scripts
make -C /OpenROAD-flow-scripts/flow DESIGN_CONFIG=/design/flow/config.mk WORK_HOME=/design/flow/orfs finish
[design/flow/config.mk]
export PLATFORM = sky130hd
export DESIGN_NAME = counter
export DESIGN_NICKNAME = counter
export VERILOG_FILES = /design/flow/design.v
export SDC_FILE = /design/flow/constraint.sdc
export NUM_CORES = 4
export LEC_CHECK = 1
export CORE_AREA = 10 10 91 91
export DIE_AREA = 0 0 101 101
[design/flow/constraint.sdc]
current_design counter

set clk_period 3.9
set clk_io_pct 0.2

create_clock -name clk0 -period $clk_period [get_ports {clk}]

set non_clock_inputs [all_inputs -no_clocks]
set_input_delay [expr $clk_period * $clk_io_pct] -clock clk0 $non_clock_inputs
set_output_delay [expr $clk_period * $clk_io_pct] -clock clk0 [all_outputs]
[design/flow/design.v]
`timescale 1ns/1ps
module counter(
  input wire clk,
  input wire rst,
  input wire sel_in,
  input wire count_up,
  input wire count_down,
  input wire [15:0] d_in,
  output reg [15:0] out
);
  initial begin
    out = 0;
  end
  always @(posedge clk) begin
    if (rst) begin
      out <= 0;
    end
    else if (sel_in) begin
      out <= d_in;
    end
    else if (count_up) begin
      out <= out + 1;
    end
    else if (count_down) begin
      out <= out - 1;
    end
  end
endmodule
==> flow_metrics.py <==
# Synthesis and PnR figures
metrics = {
    "timing": {
        "setup_viol": 0,
        "worst_slew_pin_slew_ns": 0.564,
        "clock.fmax_ghz": 0.329,
        "final_hold_viol_count": 0,
        "count_of_pins_over_their_slew_limit": 0,
        "tns_ns": 0,
        "min_period_over_period_pct": 78.0,
        "rsz0062_at_grt": "no",
        "worst_clock_skew_on_the_final_layout_ns": 0.00227,
        "headroom_to_the_max_slew_limit_pct": 62.3,
        "finalWorstPathRequiredPeriod_ns": 3.04,
        "fin_worst_hold_slack_ns": 0.515,
    },
    "critical_path": {
        "rr_worst_depth": 8,
        "critical_path.startpoint_type": "input port",
        "reg2reg_to": "out[12]",
        "worst-r2r-setup-slack_ns": 1.75,
        "worst-setup-path-type": "input port to flop",
        "worst_setup_path_endpoint": "out[9]",
        "worst_ep_arrival_ns": 3.21,
        "worst-path-max-fanout": 14,
        "rr_startpoint": "out[0]",
        "slowest_stage_delay_on_critical_path_ns": 0.43,
        "crit_path_top_delay_cell": "inv_1",
        "setup.worst_path.end_class": "flop",
        "cp_data_required_time_ns": 4.07,
        "critical_path.startpoint": "count_up",
        "timing.critical_path.cells": "clkdlybuf4s50_1, inv_1, ha_1, a211oi_2, o211ai_2, a41oi_2, xnor2_1, o21ai_1, a221oi_2",
    },
    "route": {
        "detail_route.iter0.violations": 87,
        "avgViaCountPerCell": 4.91,
        "routedWlPerCell_um": 14.8,
        "antenna_diode_count": 0,
        "dr_total_vias": 1477,
        "ant_nets": 0,
        "routed_wirelength_um": 4460,
        "detailedRoute.firstPassIterationCount": 4,
        "drc": 0,
    },
    "final_layout": {
        "logic_area_sq_um": 1100,
        "nFillCells": 663,
        "final_layout_size_suffix_gt1_share_pct": 9.38,
        "largest_reg_flops": 16,
        "reg_top3": "out x16",
        "max_flop_register": "out",
        "synthToLayoutAreaGrowth_pct": 29.2,
        "seqCellArea_sq_um": 320,
        "fin_util_pct": 31.2,
    },
    "synth": {
        "async_flop_share_pct": 0,
        "enable_flop_cells": 0,
        "area_leaders": "dfxtp_1, ha_1, a21oi_1",
        "ys.warnings.count": 1,
        "synth-area-yosys_sq_um": 1530,
        "synth_cell_type_count": 47,
        "yosys-stat-cells": 192,
        "synth_largest_type_area_fraction_pct": 20.9,
        "avg_inst_size_synth_sq_um": 7.98,
        "syn_inst": 192,
        "numSynthFlops": 16,
        "synth_area_sq_um": 1530,
        "ys_dominant_reg_cell": "dfxtp_1",
        "synth-seq-area-share_pct": 20.9,
        "largest_area_cell": "dfxtp_1",
    },
    "floorplan": {
        "fp.coreArea_sq_um": 6350,
        "ports_placed_on_the_boundary": 37,
        "die_h_um": 101,
        "fp.dieW_um": 101,
        "core_util_floorplan_pct": 24.1,
        "chipArea_sq_um": 10200,
        "row_count": 29,
    },
    "global_routing": {
        "antenna_found_initial": 0,
        "grt_pass1_vias": 1535,
        "grt_start_max_net_pins": 19,
        "grt_pass1_wl_um": 7400,
        "globalRouteOverflowTotal": 0,
        "globalRouteTotalUtil_pct": 8.64,
    },
    "place": {
        "io_buffers": 36,
        "gpl.final_weighted_congestion": 0.916,
        "dp_hpwl_um": 3510,
    },
    "power": {
        "vdd_ir_drop_max_mv": 0.126,
        "total_power_uw": 634,
        "powerDensity_nw_per_um2": 320,
        "power_leakage_uw": 0.000812,
    },
    "clocking": {
        "cts_tree": "built",
        "clockRootBuffer": "clkbuf_8",
        "clock_tree.buffer_depth": 2,
        "cts_hold_buf": 0,
        "number_of_gates_resized_after_cts": 0,
        "cts_sinks": 16,
        "h-tree-depth": 1,
        "tritoncts.num_buffers": 3,
        "clk_pin_slew_worst_paths_ns": 0.07,
        "clkLatencyLatePin_ns": 0.25,
        "cts_setup_buffers": 0,
    },
    "hold_path": {
        "timing.hold.worst.class": "flop to flop",
    },
    "run_status": {
        "run_status": "complete, no violations",
    },
    "job": {
        "warning_count": 25,
        "drv_cap": 0,
    },
}
-- per-layer routing --
metal  GRT usage [%]  vias up  share of wire, %
met2            14.8       23                47
met4           0.857        0              0.65
li1                -      773                 -
met3            1.59        2               5.0
met5               0        -                 0
met1            11.4      679                47
-- logic make-up after synthesis --
kind of cell,count (synthesis),share of synthesized area [%]
compound gates,72,33.1
buf+inv,20,7.52
mux,4,2.94
xor+xnor,11,6.29
simple gates,54,16.5
flops,16,20.9
fa+ha+maj,15,12.7
-- how the worst min path moves through the flow --
stage | startpoint | endpoint | slack, ns | cells after the start
after CTS | out[5] | out[5] | 0.51 | 2
after global routing | out[5] | out[5] | 0.54 | 2
final | out[5] | out[5] | 0.51 | 2
-- area by class of cell --
class | instances | share of cell area [%]
Timing Repair Buffer | 40 | 19.7
Multi-Input combinational cell | 156 | 55.4
Clock buffer | 3 | 2.09
Tap cell | 77 | 4.87
Sequential cell | 16 | 16.2
Inverter | 9 | 1.71
-- cell usage in the layout (no fill, tap or decap), types with 2 or more instances in the layout --
| cell | count |
|---|---|
| clkdlybuf4s50_1 | 36 |
| a21oi_1 | 19 |
| nor2_1 | 18 |
| nand2_1 | 16 |
| dfxtp_1 | 16 |
| ha_1 | 14 |
| inv_1 | 9 |
| o21ai_0 | 9 |
| xnor2_1 | 8 |
| a21o_1 | 7 |
| nor3_1 | 6 |
| o21ai_1 | 6 |
| o22ai_1 | 5 |
| and3_1 | 4 |
| buf_4 | 4 |
| xor2_1 | 3 |
| mux2i_1 | 3 |
| a21oi_2 | 3 |
| a31oi_1 | 3 |
| clkbuf_8 | 3 |
| nor2b_1 | 2 |
| o311ai_0 | 2 |
| a211oi_1 | 2 |
| o21a_1 | 2 |
| nand4_1 | 2 |
| a211oi_2 | 2 |
| a311oi_1 | 2 |
| a221oi_1 | 2 |
-- synthesized netlist by cell type, types with 3 or more instances --
cell	instances
buf_6	3
o21ai_1	6
a21o_1	7
dfxtp_1	16
nor2_1	18
o22ai_1	5
nor3_1	6
nand2_1	16
mux2i_1	3
ha_1	14
xnor2_1	8
a21oi_1	19
a21oi_2	3
a31oi_1	3
buf_2	3
xor2_1	3
o21ai_0	9
and3_1	4
inv_1	9
-- where the power goes --
| group | internal (uW) | switching [uW] |
|---|---|---|
| logic | 153 | 149 |
| registers | 182 | 18.0 |
| clock network | 68.6 | 62.3 |
| total | 404 | 230 |
-- per-stage QoR --
step / std cells / worst slack [ns] / area [sq um]
2_1_floorplan: 192 / 1.38 / 1530
3_3_place_gp: 298 / 0.642 / 1940
3_5_place_dp: 298 / 0.622 / 1940
4_1_cts: 301 / 0.860 / 1980
5_1_grt: 301 / 0.648 / 1980
6_report: 301 / 0.859 / 1980
-- worst max-delay path: cells and delay by family --
family / cells / cell delay (ns)
compound gates: 5 / 1.01
buf+inv: 2 / 0.85
fa+ha+maj: 1 / 0.40
xor+xnor: 1 / 0.16
Power and IR drop assume default switching activity.
