$ cat flow/run.sh
#!/bin/bash
# OpenROAD 26Q1-2900-gdf79404cd8, Yosys 0.63+post, stock flow scripts
make -C /OpenROAD-flow-scripts/flow DESIGN_CONFIG=/design/flow/config.mk WORK_HOME=/design/flow/orfs finish
$ cat flow/config.mk
export PLATFORM = sky130hd
export DESIGN_NAME = reg_general
export DESIGN_NICKNAME = reg_general
export VERILOG_FILES = /design/flow/design.v
export SDC_FILE = /design/flow/constraint.sdc
export NUM_CORES = 4
export LEC_CHECK = 1
export CORE_AREA = 10 10 74 74
export DIE_AREA = 0 0 84 84
$ cat flow/constraint.sdc
current_design reg_general

set clk_period 1.1
set clk_io_pct 0.2

create_clock -name clk0 -period $clk_period [get_ports {clk}]

set non_clock_inputs [all_inputs -no_clocks]
set_input_delay [expr $clk_period * $clk_io_pct] -clock clk0 $non_clock_inputs
set_output_delay [expr $clk_period * $clk_io_pct] -clock clk0 [all_outputs]
$ cat flow/design.v
`timescale 1ns/1ps
module reg_general(
  input wire [15:0] d_in,
  input wire clk,
  input wire rst,
  input wire load,
  output reg [15:0] d_out
);
  initial begin
    d_out = 0;
  end
  always @(posedge clk) begin
    if (rst) begin
      d_out <= 0;
    end
    else if (load) begin
      d_out <= d_in;
    end
  end
endmodule
==> run notes <==
flow finished, numbers: critical path type=in2reg, status=completed, vias in the first global route=between 500 and 600, Final Max Tran Viols=0, min Tclk post-route=1.02 ns, Hold Vio Cnt, Final=0, I/O pins=35, TritonRoute pass-1 iters=2, die width=~84 um, # clock sinks=16, max reg flops=16, layout cells sized above 1=0.241, H-Tree Depth=1, clk latency of the worst-skew pair=around 0.24 ns, Setup Viol. Count Final=0, Final GP Congestion=between 0.6 and 0.7, Tcrit/Tclk final=0.929, nature of the critical path endpoint=flop, post-synth cell types=7, Area leader share=0.552, Req. time, crit path=1.24 ns, fmax=slightly below 1 GHz, leading area contributor after synthesis=dfxtp_1, vias per cell=roughly 3.3, multi-input logic area=between 200 and 250 um2, Post-synth regs=16, largest registers=d_out x16, CTS tree=yes, initial antenna violation count=0, CTS root buffer=clkbuf_8, CP Max Fanout=16, Fill cells=roughly 430, Top Layout Cells=18 x clkdlybuf4s50_1, 16 x mux2i_1, 16 x nor2_1, 16 x dfxtp_2, 16 x dlygate4sd2_1, non-filler instance count after layout=roughly 140, Power Dens Cells=about 1200 nW/um2, Log Warnings=25, syn_area_per_cell=between 10 and 15 um2, worst rel slew slack=0.911, Post-Route WL=roughly 1500 um, vias=~460, chip area in the Yosys report=just under 600 um2, worst vdd ir=roughly 0.28 mV, first-pass GRT wire length=about 2500 um, dominant logic cell type in the layout=clkdlybuf4s50_1, synthesized cell area=581 um2, postcts setup bufs=0, largest net degree at the start of global routing=17, clock slew at reported path FFs=~0.060 ns, CTS Buf Count=3, Wirelength per Cell=about 11 um, Total Power=about 1.3 mW, worst hold slack=between 0.4 and 0.5 ns, Worst setup SP type=primary input, number of placed instances, taps included=between 100 and 150, Die Size=7060 um2, yosys warning tally=1, Leakage=0.488 nW, CORE AREA=about 4000 um2, RSZ-0062 raised after global routing=no, CTS Buffer Depth=2, fp util=0.146, row cnt=23, gr usage total=0.0428, Worst EP arrival=roughly 1.2 ns, Worst-Margin Slew=0.129 ns, post-detail-place hpwl=1150 um, Post-synth seq share=0.552, count of input and output buffers=34, DR iter-0 viols=6, Post-route DRC=0, Congestion Overflow GR=0, Hold Path Class=reg2reg, max cap viols=0, die height=84 um, Area contributors post-synth=dfxtp_1 55%, mux2i_1 28%, nor2_1 10%, # diodes=0, synthesis-to-finish area growth=76.5%, Mapped Cells=between 50 and 60, register area=340 um2, cell count listed in synth_stat.txt=between 50 and 60, largest reg by FF count=d_out, Final Skew=0 ns, Final ANT Viol Nets=0
-- through the flow --
stage | utilization | instance area, um2 | setup slack, ns | TNS, ns
final | 0.258 | 1020 | 0.0786 | 0
after global routing | 0.258 | 1020 | 0.0109 | 0
after CTS | 0.258 | 1020 | 0.0667 | 0
after detailed placement | 0.248 | 983 | -0.189 | -2.83
after global placement | 0.248 | 983 | -0.169 | -2.60
after floorplan | - | 581 | 0.298 | 0
-- critical path: stages --
cell,delay [ns]
clkdlybuf4s50_1,0.50
buf_12,0.17
mux2i_1,0.20
nor2_1,0.05
-- synthesized netlist by cell type, drive strengths merged --
master / count
mux2i: 16
buf: 4
nor2: 16
dfxtp: 16
-- cell type report --
class	count	share of cell area
timing repair buffer	36	0.352
sequential	16	0.332
multi-input combinational	32	0.215
tap	50	0.0611
clock buffer	3	0.0403
-- metal layers --
layer	vias up	track usage	wire [um]	share of wire
li1	239	-	-	-
met5	-	0	0	0
met1	194	0.0550	665	0.44
met4	0	0.00609	7	0.0047
met2	22	0.0599	628	0.42
met3	2	0.0276	200	0.13
-- report_power, final --
part / leakage, nW / internal (mW) / switching (mW)
logic: 0.329 / 0.134 / 0.0557
registers: 0.138 / 0.621 / 0.0138
clock network: 0.0216 / 0.242 / 0.195
-- logic make-up (layout without fill, tap and decap cells) --
group                  count (synthesis)  after routing  share of synthesized area
flip-flops                            16             16                      0.552
multiplexers                          16             16                      0.276
buffers and inverters                  4             39                     0.0690
AND/OR/NAND/NOR                       16             16                      0.103
-- timing repair --
| item | in CTS | in global routing |
|---|---|---|
| setup endpoints to repair | 16 | 0 |
| resized | 32 | 0 |
| hold buffers | 0 | 0 |
| hold endpoints to repair | 0 | 0 |
-- final timing paths --
kind              startpoint  endpoint  slack (ns)  cells past startpoint
setup / recovery        load  d_out[4]        0.08                      4
setup reg to reg    d_out[5]  d_out[5]        0.51                      2
hold reg to reg     d_out[8]  d_out[8]        0.48                      2
hold / removal      d_out[8]  d_out[8]        0.48                      2
Power is estimated from default activity; no workload was simulated.
